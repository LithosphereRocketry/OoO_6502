==> flow/design.v <==
module phys_reg_file(
    input clk,
    input rst,
    input [5*12-1:0] read_addrs,
    input [5*5-1:0] write_addrs,
    input [8*5-1:0] write_vals,
    input [4:0] write_enable,
    output [8*12-1:0] read_vals
);
reg [30*8-1:0] regs;
task reset; begin
    regs <= {30*8-1{1'bx}};
end endtask
genvar k;
for(k = 0; k < 12; k = k + 1) begin
    assign read_vals[k*8 +: 8] = read_addrs[k*5 +: 5] == 0 ? 8'h00
                               : read_addrs[k*5 +: 5] == 1 ? 8'h01
                               : regs[(read_addrs[k*5 +: 5]-2)*8 +: 8];
end
integer i;
always @(negedge clk) if(rst) reset(); else begin
    for(i = 0; i < 5; i = i + 1) begin
        if(write_addrs[5*i +: 5] >= 2 & write_enable[i]) begin
            regs[8*(write_addrs[5*i +: 5]-2) +: 8] <= write_vals[8*i +: 8];
        end
    end
end
endmodule
==> flow/run.sh <==
#!/bin/bash
# OpenROAD 26Q1-2900-gdf79404cd8, Yosys 0.63+post, stock flow scripts
make -C /OpenROAD-flow-scripts/flow DESIGN_CONFIG=/design/flow/config.mk WORK_HOME=/design/flow/orfs finish
==> flow/config.mk <==
export PLATFORM = sky130hd
export DESIGN_NAME = phys_reg_file
export DESIGN_NICKNAME = phys_reg_file
export VERILOG_FILES = /design/flow/design.v
export SDC_FILE = /design/flow/constraint.sdc
export NUM_CORES = 4
export LEC_CHECK = 1
export CORE_UTILIZATION = 50
==> flow/constraint.sdc <==
current_design phys_reg_file

set clk_period 8.5
set clk_io_pct 0.2

create_clock -name clk0 -period $clk_period [get_ports {clk}]

set non_clock_inputs [all_inputs -no_clocks]
set_input_delay [expr $clk_period * $clk_io_pct] -clock clk0 $non_clock_inputs
set_output_delay [expr $clk_period * $clk_io_pct] -clock clk0 [all_outputs]
==> results.cfg <==
; generated from flow reports
[detailed_routing]
vias = 62000
vias_per_cell = 8.06
remaining_drc_errors = 0
wirelength_um = 319000
drt_iter0_markers = 9832
final_antenna_net_count = 0
avgRoutedWirePerCell_um = 41.5
drtPass1Iterations = 17

[worst_setup_path]
critPathKind = reg2out
worst_path_max_delay_cell = mux4_2
end_kind = primary output
path_max_fanout = 8
crit_start = regs[149]
cp.arrival_ns = 7.62
critPathRequiredTime_ns = 6.80
critPathLaunchType = register
r2r-start = regs[41]
crit_family = multiplexers
worstPathCellList = buf_4, mux4_2, mux4_2, inv_1, o22ai_1, o21ai_1, nor2_1, buf_2
slowest_delay_ns = 0.56
cp_num_buf_inv = 3
crit_path_frequent_cell = mux4_2

[finish]
largest_register_ffs = 240
reg.largest.list = regs x240
syn_to_final_growth_pct = 43.4
regMostFlops = regs
final_area_sq_mm = 0.0683
final_layout_size_suffix_gt1_share_pct = 52.4
n_fill_cell = 6195

[placement]
gp_congestion = 1.17
dp_hpwl_um = 211000
port-buffer-count = 227
dpl-instance-area_sq_mm = 0.0600

[yosys]
ys_cells = 5301
synth_flops = 240
yosysTopAreaCellShare_pct = 36.3
syn_area_per_cell_sq_um = 8.98
synth.distinct_cells = 96
syn_inst = 5301
synth_seq_share_pct = 10.1
yosys-top-cells-count = mux4_2, clkbuf_1, nand2_1
post-synth-top-count-cell = mux4_2
synth_warnings = 1
flop_cell = dfxtp_1
edf_count = 0
synth-async-reset-ratio_pct = 0
synth_area_sq_mm = 0.0476
synth_top_cell_by_area = mux4_2
yosys-top-cells-area = mux4_2, dfxtp_1, mux2i_1
ys_area_sq_mm = 0.0476

[outcome]
outcome = finished, violations left
violations = negative setup slack

[clock_tree]
cts.path.max_buffers = 3
cts_buffers = 29
root_buffer = clkbuf_16
htree_levels = 1
cts.sinks = 240
cts_tree = built
clk_latency_ns = 0.63
cts_hold_buf = 0
path_clk_slew_ns = 0.03

[pwr]
p_int_uw = 9710
p_sw_share_pct = 49.5
powerDensity_mw_per_mm2 = 282
total_power_uw = 19200
ir_drop_mv = 0.167
power_leakage_uw = 0.0277
power.switching_uw = 9530
power_frac_clock_pct = 9.8
power_frac_comb_pct = 69.9
p_seq_share_pct = 20.3

[floorplan]
die-area_sq_mm = 0.0964
initCoreUtil_pct = 50.8
row_count = 112
die_x_um = 311
core_area_sq_mm = 0.0937
io_pins = 228
fp.dieH_um = 311

[timing]
rsz0062_at_grt = true
slew-limit-headroom_pct = 27.4
fin_worst_skew_ns = 0
setup_ws_ns = -0.825
hold_violations = 0
worstMarginPinSlew_ns = 1.09
setup_violations = 336
drv_slew = 0

[grt]
grt_pass1_wl_um = 435000
overflow = 0
antenna_found_initial = 23
first_global_vias = 60200
grt_max_degree = 66
grtUsageTotal_pct = 66.7

[flow_run]
cap_violations = 0
tool_warnings = 280

[hold_path]
min_from = regs[110]
hp-class = reg2reg
==> logic make-up after synthesis <==
logic type               count (synthesis)  synth area share, %
flip-flops                             240                 10.1
AND-OR/OR-AND                         1692                 23.5
adder cells (fa/ha/maj)                 65                 1.71
buffers and inverters                 1012                 8.20
multiplexers                          1163                 44.7
XOR/XNOR                                31                0.618
AND/OR/NAND/NOR                       1098                 11.2
==> metal layers <==
metal  track usage [%]  wire length (um)  vias up
li1                  -                 -    23300
met1              69.6             93200    28600
met2              80.8            115000     7445
met3              52.5             64300     2591
met4              63.2             43200       89
met5              21.2              3160        -
==> per-stage QoR <==
step           hold WS [ns]  std cells  util, %  worst slack [ns]  TNS [ns]
3_3_place_gp          0.687       7163     64.0             -1.59   -344.36
2_1_floorplan         0.795       5301        -             -1.03   -186.28
5_1_grt               0.724       7680     72.8            -0.666   -135.08
6_report              0.702       7693     72.8            -0.825   -120.52
3_5_place_dp          0.688       7163     64.0             -1.67   -356.23
4_1_cts               0.696       7610     70.7            -0.548    -93.03
==> final timing paths <==
path,end,slack (ns),cells past startpoint
worst min-delay path,regs[110],0.70,3
worst max register to register,regs[41],6.88,8
worst max-delay path,read_vals[37],-0.82,8
worst min register to register,regs[110],0.70,3
==> power by group through the flow <==
| stage | Clock, uW | Sequential (uW) | Combinational [uW] |
|---|---|---|---|
| final | 1880 | 3920 | 13500 |
| after CTS | 1840 | 3420 | 12100 |
| after global routing | 2010 | 3770 | 13600 |
==> cell usage in the layout, fill, tap and decap left out, drive strengths merged, types with 169 or more instances in the layout <==
master and instances:
buf 1520, mux4 768, inv 447, nand2 421
o21ai 410, a21oi 371, mux2i 360, nor2 257
dfxtp 240, o22ai 203, o211ai 169
==> area by class of cell <==
type | instances | area (sq um) | area share (%)
inverter | 196 | 763 | 1.12
tap | 1254 | 1570 | 2.30
clock inverter | 265 | 1170 | 1.71
timing repair buffer | 1630 | 15700 | 23.0
clock buffer | 29 | 726 | 1.06
multi-input combinational | 4049 | 43100 | 63.1
antenna | 30 | 75.1 | 0.110
sequential | 240 | 5150 | 7.54
==> worst reg2reg max path, delay by kind of cell (launching register included) <==
kind	cells	cell delay [ns]
flops	1	0.35
buf+inv	4	0.53
compound gates	4	0.62
==> repair_timing <==
action                     in CTS  in global routing
pin swaps                     418                374
cloned                         25                  5
buffers inserted              144                 75
gates resized                1388                506
setup endpoints to repair     336                336
Power is estimated from default activity; no workload was simulated.
