==> design/flow/design.v <==
module rob #(
        parameter DATA_WIDTH = 11,
        parameter PUSH_WIDTH = 4,
        parameter ELEMENTS = 15
    ) (
        input clk,
        input rst,
        input [DATA_WIDTH*PUSH_WIDTH-1:0] din,
        input [PUSH_WIDTH-1:0] din_valid,
        output [2:0] din_ready_ct,
        output reg [(DATA_WIDTH-1)*3-1:0] dout,
        input [$clog2(3):0] dout_ready_ct,
        output reg [($clog2(ELEMENTS+1)+1)*4-1:0] entry_nums,
        input [($clog2(ELEMENTS+1)+1)*3-1:0] completed,
        input [2:0] cmplt_valid
    );
    localparam SLOTS = ELEMENTS+1;
    localparam ADDR_WIDTH = $clog2(SLOTS)+1;
    reg [ADDR_WIDTH-1:0] read_ptr, write_ptr;
    task reset; begin
        read_ptr <= 0;
        write_ptr <= 0;
    end endtask
    reg [DATA_WIDTH-1:0] buffer [0:SLOTS-1];
    wire empty = (read_ptr == write_ptr);
    wire [ADDR_WIDTH-1:0] available = (read_ptr > write_ptr) ? (read_ptr - write_ptr - 1)
            : ELEMENTS - write_ptr + read_ptr;
    wire [ADDR_WIDTH-1:0] occupied = ELEMENTS - available;
    assign din_ready_ct = (available >= PUSH_WIDTH) ? PUSH_WIDTH : available;
    integer i;
    always @(*) begin
        for(i = 0; i < 4; i = i + 1) begin
            if(write_ptr + i < SLOTS) entry_nums[ADDR_WIDTH*(3-i) +: ADDR_WIDTH] = write_ptr + i;
            else entry_nums[ADDR_WIDTH*(3-i) +: ADDR_WIDTH] = write_ptr + i - SLOTS;
        end
    end
    initial reset();
    integer index;
    integer valid;
    reg [ADDR_WIDTH-1:0] write_ptr_temp, read_ptr_tmp;
    always @(posedge clk) if(rst) reset(); else begin
        write_ptr_temp = write_ptr;
        for(i = 0; i < PUSH_WIDTH; i = i + 1) if((i < din_ready_ct) & din_valid[i]) begin
            buffer[write_ptr_temp] <= din[(PUSH_WIDTH-1-i)*DATA_WIDTH +: DATA_WIDTH-1];
            write_ptr_temp = (write_ptr_temp == SLOTS-1) ? 0 : write_ptr_temp + 1;
        end
        write_ptr <= write_ptr_temp;
        for(i = 0; i < PUSH_WIDTH; i = i + 1) if(cmplt_valid[i]) begin
            buffer[completed[i*ADDR_WIDTH +: ADDR_WIDTH]][0] = 1;
        end
        valid = 1;
        read_ptr_tmp = read_ptr;
        for(i = 0; i < 3; i = i + 1) if((i < dout_ready_ct) & (i < occupied)) begin
            index = read_ptr + i;
            if(index > ELEMENTS) index = index - SLOTS;
            if(valid) if(buffer[index][0]) begin
                dout[(DATA_WIDTH-1)*i +: DATA_WIDTH-1] <= buffer[index][DATA_WIDTH-1:1];
                read_ptr_tmp = (read_ptr_tmp == SLOTS-1) ? 0 : read_ptr_tmp + 1;
            end else begin
                valid = 0;
                dout[(DATA_WIDTH-1)*i +: DATA_WIDTH-1] <= 0;
            end
        end
        read_ptr <= read_ptr_tmp;
    end
endmodule
==> design/flow/run.sh <==
#!/bin/bash
# OpenROAD 26Q1-2900-gdf79404cd8, Yosys 0.63+post, stock flow scripts
make -C /OpenROAD-flow-scripts/flow DESIGN_CONFIG=/design/flow/config.mk WORK_HOME=/design/flow/orfs finish
==> design/flow/config.mk <==
export PLATFORM = sky130hd
export DESIGN_NAME = rob
export DESIGN_NICKNAME = rob
export VERILOG_FILES = /design/flow/design.v
export SDC_FILE = /design/flow/constraint.sdc
export NUM_CORES = 4
export LEC_CHECK = 1
export CORE_UTILIZATION = 30
==> design/flow/constraint.sdc <==
current_design rob

set clk_period 8.5
set clk_io_pct 0.2

create_clock -name clk0 -period $clk_period [get_ports {clk}]

set non_clock_inputs [all_inputs -no_clocks]
set_input_delay [expr $clk_period * $clk_io_pct] -clock clk0 $non_clock_inputs
set_output_delay [expr $clk_period * $clk_io_pct] -clock clk0 [all_outputs]
==> out/qor.txt <==
Max-cap violations = 0
Initial DRC count = 2072
Initial antenna violation count = 0
Setup violators final = 0
TritonCTS clock tree = built
Startpoint of the most critical hold path = buffer[6][0]
Core box area = 0.0633 mm2
Deepest level of the CTS H-tree = 1
Class of the tightest hold or removal check = reg -> reg
Transition at the pin with the smallest max-transition slack = 1.07 ns
Overall chip area = 0.0654 mm2
Number of buffers inserted to repair setup after CTS = 0
I/O pin total = 124
CTS Hold Bufs = 0
Proportion of synthesized chip area in sequential cells = 0.331
Arrival time at the worst endpoint = 7.32 ns
Setup crit start = read_ptr[2]
Run status = complete, no violations
Number of vias per cell = 6.26
First-pass GRT wire length = 135000 um
Via count of the first global-routing pass = 17900
Die Width = 256 um
Area leader share = 0.320
Pin count of the biggest net entering global routing = 63
Post-synth top flop = sky130_fd_sc_hd__edfxtp_1
RSZ-0062 raised after global routing = false
Kind of end point of the critical path = register
Share of cells above drive strength 1 = 0.223
Buffers on Ports = 111
Mean area per synthesized cell = 9.54 um2
Biggest area consumer among synthesized cells = sky130_fd_sc_hd__edfxtp_1
HPWL after detailed placement = 67400 um
Setup clock skew after layout = 0.0202 ns
Number of iterations in the first detailed-routing pass = 9
Die Ht = 256 um
Yosys Chip Area = 0.0193 mm2
Root Buffer = sky130_fd_sc_hd__clkbuf_16
Worst setup path class = reg -> reg
Post-synth top cells = sky130_fd_sc_hd__mux2_2 (285), sky130_fd_sc_hd__edfxtp_1 (206), sky130_fd_sc_hd__nand2_1 (206)
Final number of max-transition violations = 0
Number of buffers inserted during clock tree synthesis = 27
Fraction of the core area covered by cells at the end of the flow = 0.355
Instance tally after logic synthesis = 2025
Detail-routed net length per standard cell = 32.5 um
Unique cell types = 88
Number of flip-flops and latches in the synthesized netlist = 216
Max Freq = 143 MHz
Placed Instances = 2910
Worst slew slack as a fraction of its limit = 0.284
Power density over cell area = 329 mW/mm2
Number of enable flip-flop cells = 206
Total Routed Length = 96200 um
DRC Markers = 0
Hold violation total from the final report = 0
Overall track demand over capacity in global routing = 0.298
Number of standard-cell rows in the floorplan = 92
Leakage power figure = 8.61 nW
Area growth, synth to finish = 16.3%
Biggest fanout along the worst timing path = 23
Clock-pin slew on the worst setup and hold paths = 0.07 ns
Period utilization = 0.824
Final sum of negative setup slack = 0 ns
Critical Path Start Type = register
Cell Count, Final, Fillers Out = 2959
Most common cell in the synthesized netlist = sky130_fd_sc_hd__mux2_2
FP Util = 0.305
Placer's final routability congestion estimate = 1.07
Cells in synth_stat.txt = 2025
Remaining antenna violation count = 0
Number of clock sinks = 216
Worst-case vdd ir drop = 0.159 mV
DR vias = 18500
Buffer levels on the longest clock path = 3
Yosys warning count = 4
Top cells by area, synth = sky130_fd_sc_hd__edfxtp_1 (32%), sky130_fd_sc_hd__mux2_2 (17%), sky130_fd_sc_hd__mux2i_1 (8.2%)
Area of the mapped netlist = 0.0193 mm2
Worst hold slack = 0.616 ns
R2R Path Start = read_ptr[2]
Resize count post-CTS = 0
Aggregate global routing overflow = 0
Final worst path period need = 7.00 ns
Async set-or-reset flop fraction in the synthesized netlist = 0
Insertion delay of the later-clocked pin in the worst-skew pair = 0.59 ns
Data required time of the critical path = 8.82 ns
Tool warnings = 59
-- layer usage --
layer,vias up,share of wire,routed length (um),track usage
met3,342,0.12,11100,0.106
met5,-,0,0,0
met1,9075,0.37,35800,0.378
li1,7920,-,-,-
met4,0,0.058,5630,0.136
met2,1193,0.45,43700,0.460
-- sequential cells by signal, indices dropped and copies added, names as in the netlist --
register / cells
read_ptr: 5
dout: 30
buffer: 176
write_ptr: 5
-- through the flow --
step,setup WS (ns),area (um2),total power [mW]
after floorplan,2.17,19300,4.45
after global placement,1.62,21600,6.10
after detailed placement,1.62,21600,6.12
after CTS,1.57,22500,7.31
after global routing,1.11,22500,7.71
final,1.50,22500,7.38
-- cells by family (layout without fill, tap and decap cells) --
kind of cell	after synthesis	in the layout	share of synthesized area
buf+inv	222	308	0.0467
xor+xnor	27	27	0.0122
simple gates	534	534	0.134
compound gates	530	530	0.193
other cells	1	3	0.000194
flops	216	216	0.331
fa+ha+maj	42	42	0.0291
mux	453	453	0.254
-- where the power goes --
group	leakage (nW)	total [mW]	switching, mW	internal [mW]
registers	2.09	2.18	0.475	1.71
logic	6.10	4.02	2.31	1.72
clock network	0.408	1.17	0.505	0.666
-- cells in the final DEF, fill, tap and decap left out, types with 19 or more instances in the layout --
master | netlist | final
sky130_fd_sc_hd__a22oi_1 | 123 | 123
sky130_fd_sc_hd__buf_4 | 9 | 111
sky130_fd_sc_hd__a222oi_1 | 19 | 19
sky130_fd_sc_hd__a221oi_1 | 38 | 38
sky130_fd_sc_hd__nor2b_1 | 22 | 22
sky130_fd_sc_hd__a22o_1 | 42 | 42
sky130_fd_sc_hd__nand4_1 | 36 | 36
sky130_fd_sc_hd__inv_1 | 34 | 33
sky130_fd_sc_hd__mux2i_1 | 158 | 158
sky130_fd_sc_hd__clkbuf_16 | 0 | 27
sky130_fd_sc_hd__ha_1 | 37 | 37
sky130_fd_sc_hd__mux2_2 | 285 | 285
sky130_fd_sc_hd__nor3_1 | 26 | 25
sky130_fd_sc_hd__and3_1 | 20 | 20
sky130_fd_sc_hd__clkdlybuf4s50_1 | 0 | 111
sky130_fd_sc_hd__nand2_1 | 206 | 206
sky130_fd_sc_hd__nand3_1 | 50 | 50
sky130_fd_sc_hd__o21ai_0 | 134 | 134
sky130_fd_sc_hd__a21oi_1 | 61 | 61
sky130_fd_sc_hd__edfxtp_1 | 206 | 206
sky130_fd_sc_hd__nor2_1 | 92 | 88
-- cell type report --
class                   instances  area, um2
repair buffers                222       1940
fillers                      6266      40900
clock inverters                17        164
well taps                     846       1060
diodes                          2       5.00
multi-input cells            1587      12100
inverters                      39        151
flip-flops and latches        216       6390
clock buffers                  30        687
-- worst max-delay path, stage by stage, from the launching register on --
cell and delay [ns]:
sky130_fd_sc_hd__dfxtp_1 0.87, sky130_fd_sc_hd__inv_2 0.31, sky130_fd_sc_hd__fa_1 0.53, sky130_fd_sc_hd__inv_1 0.13
sky130_fd_sc_hd__a311oi_1 0.08, sky130_fd_sc_hd__or2_1 0.30, sky130_fd_sc_hd__o32ai_4 0.49, sky130_fd_sc_hd__inv_2 0.13
sky130_fd_sc_hd__o21a_1 0.20, sky130_fd_sc_hd__buf_4 0.21, sky130_fd_sc_hd__a21o_1 0.21, sky130_fd_sc_hd__ha_1 0.27
sky130_fd_sc_hd__mux2i_1 0.07, sky130_fd_sc_hd__mux2i_2 0.34, sky130_fd_sc_hd__ha_1 0.27, sky130_fd_sc_hd__and2_0 0.28
sky130_fd_sc_hd__nand3_1 0.60, sky130_fd_sc_hd__o311ai_1 0.47, sky130_fd_sc_hd__nor2b_1 0.24, sky130_fd_sc_hd__buf_4 0.32
sky130_fd_sc_hd__mux2_2 0.37
-- final timing paths --
kind | endpoint | slack [ns] | cells past startpoint
worst min register to register | buffer[6][0] | 0.62 | 2
worst max-delay path | buffer[4][2] | 1.50 | 20
worst max register to register | buffer[4][2] | 1.50 | 20
worst min-delay path | buffer[6][0] | 0.62 | 2
Power figures rest on the tool's default switching activity, not on a simulated workload.
