===== design/flow/config.mk =====
export PLATFORM = sky130hd
export DESIGN_NAME = multi_fifo
export DESIGN_NICKNAME = multi_fifo
export VERILOG_FILES = /design/flow/design.v
export SDC_FILE = /design/flow/constraint.sdc
export NUM_CORES = 4
export LEC_CHECK = 1
export CORE_UTILIZATION = 40

===== design/flow/constraint.sdc =====
current_design multi_fifo

set clk_period 20.6
set clk_io_pct 0.2

create_clock -name clk0 -period $clk_period [get_ports {clk}]

set non_clock_inputs [all_inputs -no_clocks]
set_input_delay [expr $clk_period * $clk_io_pct] -clock clk0 $non_clock_inputs
set_output_delay [expr $clk_period * $clk_io_pct] -clock clk0 [all_outputs]

===== design/flow/design.v =====
module multi_fifo #(
        parameter DATA_WIDTH = 32,
        parameter PUSH_WIDTH = 4,
        parameter ELEMENTS = 15
    ) (
        input clk,
        input rst,
        input [DATA_WIDTH*PUSH_WIDTH-1:0] din,
        input [$clog2(PUSH_WIDTH):0] din_valid_ct,
        output [$clog2(PUSH_WIDTH):0] din_ready_ct,
        output [DATA_WIDTH-1:0] dout,
        output dout_valid,
        input dout_ready
    );
    localparam SLOTS = ELEMENTS+1;
    localparam ADDR_WIDTH = $clog2(SLOTS);
    reg [ADDR_WIDTH-1:0] read_ptr, write_ptr;
    task reset; begin
        read_ptr <= 0;
        write_ptr <= 0;
    end endtask
    reg [DATA_WIDTH-1:0] buffer [0:SLOTS-1];
    wire empty = (read_ptr == write_ptr);
    wire [ADDR_WIDTH-1:0] available = (read_ptr > write_ptr) ? (read_ptr - write_ptr - 1)
            : ELEMENTS - write_ptr + read_ptr;
    assign din_ready_ct = (available >= PUSH_WIDTH) ? PUSH_WIDTH : available;
    wire [$clog2(PUSH_WIDTH):0] num_pushes =
            din_valid_ct > din_ready_ct ? din_ready_ct : din_valid_ct;
    assign dout = empty ? din[DATA_WIDTH-1:0] : buffer[read_ptr];
    assign dout_valid = empty ? (din_valid_ct > 0) : 1;
    initial reset();
    integer i;
    reg [ADDR_WIDTH-1:0] write_ptr_temp;
    always @(posedge clk) if(rst) reset(); else begin
        write_ptr_temp = write_ptr;
        for(i = 0; i < PUSH_WIDTH; i = i + 1) if(i < num_pushes) begin
            buffer[write_ptr_temp] <= din[i*DATA_WIDTH +: DATA_WIDTH];
            write_ptr_temp = (write_ptr_temp == SLOTS-1) ? 0 : write_ptr_temp + 1;
        end
        write_ptr <= write_ptr_temp;
        if(dout_ready & dout_valid) begin
            read_ptr <= (read_ptr == ELEMENTS) ? 0 : read_ptr + 1;
        end
    end
endmodule

===== design/flow/run.sh =====
#!/bin/bash
# OpenROAD 26Q1-2900-gdf79404cd8, Yosys 0.63+post, stock flow scripts
make -C /OpenROAD-flow-scripts/flow DESIGN_CONFIG=/design/flow/config.mk WORK_HOME=/design/flow/orfs finish

==> metrics.yaml <==
status: "completed"
drc: 0
place.gp.congestion: 0.8881
cts_resized: 0
instances_no_fill: 4244
grt_antenna_before_repair: 2
power.leakage_nw: 15.16
edf_count: 512
dieArea_sq_um: 103400
hp-class: "flip-flop to flip-flop"
nFillCells: 8548
grt_pass1_vias: 28180
startpoint_type: "primary input"
vias: 26000
die_width_um: 321.5
wl_um: 140500
worst_pin_slew_ps: 939.3
period_needed_ps: 10320
grt_start_max_net_pins: 70
synth.distinct_cells: 65
postCtsHoldBufs: 0
die_y_um: 321.5
ys_seq_share_pct: 38.04
regToRegStartpoint: "read_ptr[0]$_SDFFE_PP0P_"
finalCritPeriodShare_pct: 50.11
setup-violations-final: 0
grt_pass1_wl_um: 202900
netlist_area_sq_um: 40840
pin_count: 170
wl_per_cell_um: 33.11
hold_start: "read_ptr[1]$_SDFFE_PP0P_"
cts_setup_buffers: 0
grt-ovfl-total: 0
power_density_nw_per_um2: 116.9
numCtsBuffers: 66
finalHoldViolations: 0
dr.first_iter.drc_count: 1549
fin_util_pct: 45.26
fin_tns_setup_ps: 0
ys_cells: 2839
clock_sinks: 520
warning_count: 37
drv_cap: 0
total_power_mw: 5.323
ir_drop_uv: 77.68
clkLatencyLatePin_ps: 620
port_buffers: 169
fp-utilization_pct: 40.60
mi_logic_area_sq_um: 23810
synth_area_per_cell_sq_um: 14.38
arrival_ps: 10620
crit_required_ps: 20900
clockBufferDepth: 3
path_max_fanout: 33
cp-end-kind: "flip-flop"
crit_type: "primary input to flip-flop"
slew_headroom_pct: 37.19
first_pass_iters: 7
ys_async_sr_fraction_pct: 0
rsz0062_at_grt: "no"
area_growth_pct: 11.48
cts_tree: "built"
grt_usage_pct: 28.83
clock_skew_ps: 30.98
synthCells: 2839
max_freq_mhz: 96.88
num_rows: 116
ant_nets: 0
cts_htree_levels: 3
drive_gt1_share_pct: 66.61
antennaDiodeCount: 0
placed_cells: 4127
slew_viol_final: 0
hpwl_um: 82090
root_buffer: "clkbuf_16"
cp-startpoint: "din_valid_ct[2]"
yosysWarnings: 1
cts.clk_slew.worst_paths_ps: 50
flop_area_sq_um: 15550
ff_type: "edfxtp_1"
ys_chip_area_sq_um: 40840
numSynthFlops: 520
vias_per_cell: 6.127
coreArea_sq_um: 100600
## Yosys cell counts (20+ instances only)
| master | n | area (sq um) |
|---|---|---|
| mux2_1 | 64 | 720.7 |
| mux4_2 | 158 | 3558 |
| mux2_4 | 106 | 1592 |
| nand2_1 | 43 | 161.4 |
| buf_6 | 37 | 416.7 |
| ha_1 | 23 | 287.8 |
| edfxtp_1 | 512 | 15370 |
| clkbuf_1 | 193 | 724.4 |
| nor3_2 | 21 | 210.2 |
| buf_2 | 88 | 440.4 |
| mux2_2 | 1401 | 15780 |
| inv_1 | 20 | 75.07 |
## stage by stage
stage / setup slack (ps) / instance area (sq um) / hold WS, ps
floorplan: 10720 / 40840 / 635.4
global route: 9764 / 45520 / 706.8
detailed placement: 9678 / 43570 / 648.8
global placement: 9755 / 43570 / 648.4
finish: 10280 / 45520 / 657.9
CTS: 10330 / 45520 / 659.7
## cell usage in the layout (no fill, tap or decap), types with 12 or more instances in the layout
master           count
inv_1               20
clkbuf_16           67
nand2_1             38
mux2_2            1401
nor3_4              28
clkdlybuf4s50_1    169
buf_4               97
mux2_1              64
clkinv_1            16
ha_1                23
nor2_1              13
clkbuf_1            22
mux4_2             158
or3_2               15
edfxtp_1           512
mux2_4             106
a21oi_1             12
## where the power goes
| group | total (mW) | internal (mW) | switching [mW] |
|---|---|---|---|
| sequential | 1.78 | 1.68 | 0.101 |
| combinational | 2.46 | 1.11 | 1.34 |
| clock | 1.09 | 0.613 | 0.472 |
| total | 5.32 | 3.41 | 1.92 |
## critical path, cell delays in order
cell             delay [ps]
clkdlybuf4s50_1         480
ha_1                    360
a21oi_1                 200
nand2_1                 130
mux2_2                  410
nor3_1                  520
a21boi_0                360
inv_1                   160
ha_1                    310
o21ai_0                 130
o211ai_1                270
and2_1                  780
mux2i_1                 690
or3_2                   240
buf_4                   540
nand2_2                 450
buf_4                   390
## area by class of cell
type                            count  share of cell area (%)
Sequential cell                   520                   34.16
Inverter                           20                  0.1649
Clock buffer                       89                   3.864
Multi-Input combinational cell   1963                   52.30
Timing Repair Buffer              267                   5.359
Tap cell                         1357                   3.730
Clock inverter                     28                  0.4233
## layer usage
metal / up-vias / part of all wire (%) / wire [um] / GRT usage (%)
met5: - / 0.17 / 238 / 1.655
met4: 8 / 3.2 / 4477 / 7.439
met3: 271 / 11 / 15880 / 13.69
met2: 1413 / 46 / 64610 / 43.37
met1: 13190 / 39 / 55310 / 38.52
li1: 11120 / - / - / -
## sequential cells by signal, indices dropped and copies added (netlist names)
signal	count
buffer	512
read_ptr	4
write_ptr	4
## final timing paths
| kind | endpoint | slack [ps] | cells after the start |
|---|---|---|---|
| setup / recovery | buffer[5][31]$_DFFE_PP_ | 10280 | 17 |
| hold / removal | read_ptr[1]$_SDFFE_PP0P_ | 660 | 2 |
| setup reg to reg | buffer[5][31]$_DFFE_PP_ | 12010 | 22 |
| hold reg to reg | read_ptr[1]$_SDFFE_PP0P_ | 660 | 2 |
## kinds of logic after synthesis
group	after synthesis	share of synthesized area (%)
mux	1733	53.20
flops	520	38.04
buf+inv	356	4.314
compound gates	50	0.9928
xor+xnor	13	0.3493
simple gates	143	2.353
fa+ha+maj	24	0.7537
Power figures rest on the tool's default switching activity, not on a simulated workload.
